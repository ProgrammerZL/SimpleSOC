<file path="design/flow/config.mk">
export PLATFORM = sky130hd
export DESIGN_NAME = DM
export DESIGN_NICKNAME = DM
export VERILOG_FILES = /design/flow/design.v
export SDC_FILE = /design/flow/constraint.sdc
export NUM_CORES = 4
export LEC_CHECK = 1
export CORE_UTILIZATION = 40
export SYNTH_MEMORY_MAX_BITS = 65536
</file>
<file path="design/flow/run.sh">
#!/bin/bash
# OpenROAD 26Q1-2900-gdf79404cd8, Yosys 0.63+post, stock flow scripts
make -C /OpenROAD-flow-scripts/flow DESIGN_CONFIG=/design/flow/config.mk WORK_HOME=/design/flow/orfs finish
</file>
<file path="design/flow/constraint.sdc">
current_design DM

set clk_period 46.3
set clk_io_pct 0.2

create_clock -name clk0 -period $clk_period [get_ports {clk}]

set non_clock_inputs [all_inputs -no_clocks]
set_input_delay [expr $clk_period * $clk_io_pct] -clock clk0 $non_clock_inputs
set_output_delay [expr $clk_period * $clk_io_pct] -clock clk0 [all_outputs]
</file>
<file path="design/flow/design.v">
`timescale 1ns / 1ps
module DM(
    clk, 
    addr, 
    dm_w_data, 
    r_data, 
    r_mem,
    w_mem
);
    input clk;
    input [31:0]    addr;
    input [31:0]    dm_w_data;
    input r_mem;
    input w_mem;
    output [31:0]   r_data;
    reg    [31:0] memory [0:255];
    integer i;
    initial begin
        for(i = 0; i < 255; i++) begin
            memory[i] <= 32'b0;
        end
    end
    always @(posedge clk)
        begin
            if(w_mem == 1)
                memory[addr>>2] <= dm_w_data;
        end
    always @(negedge clk)
        begin
            if(r_mem == 1)
                r_data  <= memory[addr>>2];
        end
endmodule
</file>
==> CHANGELOG.md <==
## Implementation

* Launching element type of the critical path: input pin
* CP Class: input pin to flop
* Syn Std Cell Area at a little over 0.3 sq mm
* Switch share at 21.4%
* Fin Setup TNS at 0 ps
* Total setup buffers inserted after CTS at 0
* Number of buffers inserted during clock tree synthesis at 806
* Power density of the placed cells at 43.2 mW/mm^2
* Post-detailed-route count of antenna-violating nets at 0
* Cell taking the most area after synthesis: edfxtp_1
* Number of design rule violations left after detail routing at 0
* Arrival time at the worst endpoint at 15440 ps
* Post-synthesis sequential area ratio at between 70% and 80%
* Post-synth area hogs: edfxtp_1 80%, mux4_2 15%, a22oi_1 2.5%, a21oi_1 0.83%, clkbuf_1 0.58%
* Fraction of layout cells with a size suffix above 1 at a little under a third
* Floorplan-stage core utilization at 40.2%
* Floorplan die width at 881 microns
* Hold-fix buffers, CTS at 0
* Clk buf depth at 4
* Number of cells traversed by the worst register-to-register path at 5
* Worst min-delay path startpoint: dm_w_data[1]
* Slew headroom at 28.9%
* Total clock sinks at 8224
* Number of fill cells in the layout at 61800
* Post-route clock skew at 127 ps
* Int Pwr at roughly 12 mW
* Crit path required time at 24070 ps
* Total number of yosys warnings at 2
* DIE HEIGHT at just under 900 microns
* Worst setup EP type: flop
* Number of global-route vias before repair at 162000
* Count of vias placed by the detailed router at around 150k
* P&R area growth vs syn at 14.8%
* Result of the run: completed
* Final HPWL from detailed placement at 487000 microns
* Slack of the worst reg-to-reg path at ~20000 ps
* Logic gate share of total power at 4.7%
* CTS H-tree lvls at 6
* Gate Count Post-Synth at 13100
* Type of the worst min-delay path: input pin to flop
* TritonCTS clock tree: built
* Count of port buffers added during placement at roughly 74
* Number of cells in Yosys stat at 13100
* Clock-pin slew on the worst setup and hold paths at 60 ps
* Hold path depth at 1
* Global-route usage over all layers at 24.5%
* Ports at ~99
* Wire length of the first global-routing pass at 1200000 microns
* Number of non-filler instances in the completed layout at 25000
* Chip area in the Yosys report at 0.309 sq mm
* Number of optimization iterations in the first detailed-route pass at 7
* Routed length per instance at around 34 microns
* Final RePlAce weighted congestion at just under 0.9
* Fraction of post-synthesis cell area in the top cell type by area at 79.8%
* Average cell area after synthesis at 23.6 sq um
* NetSw at 3.27 mW
* Initial drt markers at 9017
* Core Footprint at 0.770 sq mm
* Routed vias/inst at 5.82
* Number of placed instances with taps included at 23400
* Endpoint, Worst Hold: memory[9][1]
* OpenROAD warning count at 87
* Final number of setup-violating endpoints at 0
* Worst setup slack after layout at between 8000 and 9000 ps
* Reg-to-reg critical path startpoint: memory[75][2]
* CTS resizes at 0
* Fin. Hold Viols at 0
* Part of the power in the clock network at 41.6%
* Sequential fraction of design power at 53.7%
* Max capacitance violation total at 0
* Leak at 108 nW
* RSZ-0062 raised after global routing: no
* Antenna violations before repair at 45
* Worst vdd ir at roughly 0.044 mV
* Total wire length after detailed routing at 856000 microns
* Pin count of the biggest net entering global routing at 106
* Pin slew with the least headroom to its limit at 1060 ps
* Cell variety after synth at 20
* Chip area at 0.777 sq mm
* Root Driver: clkbuf_16
* RR Endpoint: r_data[2]
* Number of flip-flops and latches in the synthesized netlist at 8224
* Final Max Tran Viols at 0
* Global route overflow at 0
* Setup WS pre-CTS at 7620 ps
* Clock latency at the later pin of the worst-skew pair at ~1200 ps
* Cell row count at 322
* Critical Path Fanout Max at 31
## routing by layer
metal	wire [microns]	vias to the layer above	share of wire [%]	track usage, %
li1	-	59000	-	-
met5	2790	-	0.33	2.61
met4	40900	68	4.8	8.71
met2	390000	10700	46	34.2
met3	180000	1520	21	22.9
met1	242000	73900	28	25.9
## cell type report
class / instances / area, sq um / area share (%)
sequential: 8224 / 247000 / 69.6
multi-input combinational: 4066 / 61900 / 17.4
clock buffer: 1012 / 21200 / 5.98
tap: 10200 / 12800 / 3.60
timing repair buffer: 940 / 7630 / 2.15
clock inverter: 497 / 4440 / 1.25
antenna: 22 / 55.1 / 0.0155
inverter: 1 / 3.75 / 0.00106
## layout by cell type, fill, tap and decap left out, types with 5 or more instances in the layout
cell / n
inv_1: 33
clkinvlp_4: 5
o41ai_2: 79
a21oi_2: 7
clkbuf_1: 190
clkinv_16: 8
nor2_4: 228
nand2_1: 11
nand3_1: 5
nand4_1: 32
mux4_2: 2048
clkinv_2: 146
clkbuf_8: 5
inv_6: 19
diode_2: 22
bufinv_16: 62
buf_12: 16
edfxtp_1: 8224
clkinv_4: 5
nor3_2: 30
nand3_4: 8
nand2_2: 9
clkinvlp_2: 5
a21oi_1: 505
o41ai_4: 8
a22oi_1: 1024
clkbuf_16: 817
clkinv_8: 16
o41ai_1: 41
clkdlybuf4s50_1: 39
buf_4: 850
nand2_4: 8
clkinv_1: 183
buf_8: 32
inv_16: 10
## registers in the layout, indices dropped and copies added, names as in the netlist
| name | flops |
|---|---|
| r_data | 32 |
| memory | 8192 |
## through the flow
step / cell area (sq um) / utilization [%] / power, mW / hold slack, ps
after floorplan: 309000 / - / 8.72 / 9360
after global placement: 329000 / 42.8 / 9.10 / 9620
after detailed placement: 329000 / 42.8 / 9.11 / 9620
after CTS: 355000 / 46.1 / 15.4 / 8370
after global routing: 355000 / 46.1 / 15.7 / 8390
final: 355000 / 46.1 / 15.3 / 8430
## critical path, stage by stage
cell             delay (ps)
clkdlybuf4s50_1         740
nor2_4                  730
buf_4                   650
buf_4                   660
buf_4                   500
buf_4                   540
buf_4                   600
a22oi_1                 180
a21oi_1                 740
buf_4                   270
o41ai_2                  70
buf_4                   200
nand4_1                 180
## power by group through the flow
| stage | registers [mW] | clock network, mW | logic (mW) |
|---|---|---|---|
| global route | 8.22 | 6.76 | 0.766 |
| CTS | 8.22 | 6.48 | 0.722 |
| finish | 8.22 | 6.38 | 0.718 |
## worst max-delay path by stage
| stage | from | endpoint | slack [ps] | depth (start not counted) |
|---|---|---|---|---|
| 6_report | addr[4] | r_data[22] | 8640 | 13 |
| 5_1_grt | addr[4] | r_data[22] | 8440 | 13 |
| 4_1_cts | addr[4] | r_data[22] | 8750 | 13 |
## cell families after synthesis
family,synth area share (%)
buffers and inverters,1.09
flip-flops,79.8
multiplexers,14.9
AND/OR/NAND/NOR,0.488
AND-OR/OR-AND,3.68
## cell usage after synthesis
cell,instances
nand2b_1,6
mux4_2,2048
and2_1,3
or2_2,2
inv_1,2
or3_1,1
nor3_1,30
nor2b_1,7
edfxtp_1,8224
buf_1,90
buf_2,196
buf_4,34
a22oi_1,1024
clkbuf_1,476
nand4_1,32
a21oi_1,512
nor2_1,232
nand2_1,28
nand3_1,13
o41ai_1,128
Power and IR drop assume default switching activity.
