## design/flow/design.v

```verilog
`timescale 1ns / 1ps
module alu(
  data_in1, 
  data_in2, 
  ALUOp, 
  ALUOutput, 
  Zero
);
  input   [31:0]  data_in1;
  input   [31:0]  data_in2;
  input   [3:0]   ALUOp;
  output reg  [31:0]  ALUOutput;
  output  Zero;
  assign Zero = (ALUOutput == 0);
  always @(data_in1, data_in2, ALUOp) begin
    case (ALUOp)
      0:  ALUOutput <= data_in1 & data_in2;
      1:  ALUOutput <= data_in1 | data_in2;
      2:  ALUOutput <= data_in1 + data_in2;
      6:  ALUOutput <= data_in1 - data_in2;
      7:  ALUOutput <= data_in1 < data_in2 ? 1:0;
      12: ALUOutput <= ~(data_in1 | data_in2);
      default: ALUOutput <= 0;
    endcase
  end
endmodule
```

## design/flow/run.sh

```bash
#!/bin/bash
# OpenROAD 26Q1-2900-gdf79404cd8, Yosys 0.63+post, stock flow scripts
make -C /OpenROAD-flow-scripts/flow DESIGN_CONFIG=/design/flow/config.mk WORK_HOME=/design/flow/orfs finish
```

## design/flow/config.mk

```make
export PLATFORM = sky130hd
export DESIGN_NAME = alu
export DESIGN_NICKNAME = alu
export VERILOG_FILES = /design/flow/design.v
export SDC_FILE = /design/flow/constraint.sdc
export NUM_CORES = 4
export LEC_CHECK = 1
export CORE_UTILIZATION = 30
```

## design/flow/constraint.sdc

```tcl
current_design alu

set clk_period 14.6
set clk_io_pct 0.2

create_clock -name clk0 -period $clk_period

set non_clock_inputs [all_inputs -no_clocks]
set_input_delay [expr $clk_period * $clk_io_pct] -clock clk0 $non_clock_inputs
set_output_delay [expr $clk_period * $clk_io_pct] -clock clk0 [all_outputs]
```

==> out/qor.txt <==
Vias in the first global route -> 6,928
Worst min-delay path category -> in2out
Cycle use final -> 73.1%
Crit path time final -> 10.67 ns
RSZ-0062 raised after global routing -> false
Top Metal Used -> met4
Worst Setup End Kind -> output pin
Layout Cell Area excl Fill -> 7550 µm²
Resized Gates After CTS -> 0
NetSw -> 0.168 mW
Met1 WL -> 11.5 mm
Remaining DRCs -> 0
First-pass GRT wire length -> 39.7 mm
Clock power share -> 0%
Sw Share -> 58.5%
Slew margin rel. -> 51.7%
CP Class -> in2out
Vias per inst -> 5.91
Share of the yosys chip area belonging to registers -> 0%
Worst-path fanout max -> 16
VDD IR max -> 0.0162 mV
CP startpoint kind -> input port
Drt pass-1 iters -> 6
Post-CTS setup buffer count -> 0
DIE AREA -> 21,700 µm²
Setup TNS -> 0 ns
Largest net degree at the start of global routing -> 32
Met2 WL -> 10.5 mm
PortBufs -> 101
Outcome -> complete, no violations
Post-cts hold-fix buffer tally -> 0
Ys Warns -> 1
CP Buf/Inv Count -> 3
Syn Inst Count -> 940
Initial antenna violation count -> 0
CP Cell Sequence -> clkdlybuf4s50_1 -> inv_1 -> ha_1 -> a211oi_1 -> o21ai_1 -> a221oi_2 -> nand4_1 -> a31oi_1 -> o311ai_1 -> mux2_2 -> a2111oi_0 -> nand4b_1 -> nor4b_2 -> clkdlybuf4s50_1
Initial core utilization -> 31.0%
Ant diodes -> 0
GPL Wtd Cong -> 1.02
Area Growth Syn to Fin -> 19.3%
Post-route ant nets -> 0
Post-DP HPWL -> 19.9 mm
Yosys stat chip area -> 6330 µm²
Reg area -> 0 µm²
CP required -> 11.68 ns
Initial DRC count -> 733
Log Warnings -> 101
Horiz. Die Dim -> 147 µm
Logic area -> 5740 µm²
Int Power -> 0.119 mW
Final wirelength -> 25.1 mm
DIE HEIGHT -> 147 µm
Total grt overflow -> 0
Max-cap violations -> 0
Total number of vias -> 7,494
Max stage delay on crit path -> 0.58 ns
Unique cell types -> 96
Worst EP arrival -> 7.75 ns
Top cells excl fill/tap -> ha_1 (101), clkdlybuf4s50_1 (101), inv_1 (96), nor2_1 (88), a21oi_1 (85)
Fmax -> 93.7 MHz
Setup violations, final -> 0
Cells in synth_stat.txt -> 940
WL met3 -> 2.13 mm
Avg Inst Size Synth -> 6.74 µm²
PD cells -> 38.0 nW/µm²
Core area -> 20,400 µm²
Seq_cells -> 0
Logic gate share of total power -> 100.0%
Static leakage -> 3.25 nW
Mapped Area -> 6330 µm²
CP top delay family -> AND-OR/OR-AND gates
CLK BUF -> 0
Rows -> 52
Layout fillers -> 2,182
Final hold violation count -> 0
Wire length per cell -> 19.8 µm
Slowest CP cell -> a2111oi_0
Fraction of power consumed by sequential logic -> 0%
Slew @ Worst Pin -> 0.720 ns
Cell Area, Placed -> 7550 µm²
CP dominant cell by count -> clkdlybuf4s50_1
GRT Util Overall -> 23.3%
Slew Limit Fails -> 0
Share of cells above drive strength 1 -> 6.31%
Total I/O pin count -> 101
[power groups by stage]
stage	combinational, mW	clock (mW)	sequential [mW]
CTS	0.283	0	0
global route	0.312	0	0
finish	0.287	0	0
[worst paths after layout]
path  slack (ns)            end    startpoint  cells past startpoint
max         3.93           Zero  data_in1[15]                     14
min         7.17  ALUOutput[13]      ALUOp[1]                      4
[synth_stat cells, types with 6 or more instances]
| master | n | area [µm²] |
|---|---|---|
| nor3_1 | 17 | 85.1 |
| inv_1 | 96 | 360 |
| o22ai_1 | 8 | 50.1 |
| o21bai_1 | 10 | 75.1 |
| a21oi_1 | 85 | 425 |
| nand2_1 | 62 | 233 |
| and2_1 | 10 | 62.6 |
| a21o_1 | 19 | 143 |
| nand2b_1 | 17 | 106 |
| o31ai_1 | 9 | 67.6 |
| a211oi_1 | 18 | 135 |
| buf_4 | 6 | 45.0 |
| o2111ai_1 | 6 | 52.6 |
| a221o_1 | 9 | 90.1 |
| nand3b_1 | 6 | 45.0 |
| a211o_1 | 7 | 61.3 |
| nand3_1 | 15 | 75.1 |
| nor4_1 | 9 | 56.3 |
| nand4_1 | 12 | 75.1 |
| ha_1 | 101 | 1260 |
| a221oi_1 | 18 | 158 |
| clkbuf_1 | 33 | 124 |
| nor2_1 | 88 | 330 |
| xnor2_1 | 6 | 52.6 |
| or3_1 | 6 | 37.5 |
| nand4b_1 | 6 | 52.6 |
| buf_2 | 11 | 55.1 |
| nor2b_1 | 13 | 81.3 |
| o21ai_0 | 50 | 250 |
| o211ai_1 | 15 | 113 |
| a31oi_1 | 8 | 50.1 |
| o21a_1 | 9 | 67.6 |
| or4_1 | 10 | 75.1 |
[cell type report]
type	count	area share (%)
Multi-Input combinational cell	788	76.0
Tap cell	270	4.47
Inverter	96	4.77
Timing Repair Buffer	115	14.8
[metrics by stage]
stage | hold WS (ns) | std cells | utilization (%) | power, mW | worst slack (ns)
after CTS | 7.17 | 1269 | 37.0 | 0.283 | 3.95
final | 7.17 | 1269 | 37.0 | 0.287 | 3.93
after detailed placement | 7.17 | 1269 | 37.0 | 0.281 | 3.97
after global placement | 7.17 | 1269 | 37.0 | 0.282 | 4.03
after floorplan | 6.14 | 940 | - | 0.178 | 5.72
after global routing | 7.20 | 1269 | 37.0 | 0.312 | 3.64
[per-layer routing]
metal	vias to the layer above	track usage [%]
met5	-	0
met4	0	6.96
met3	61	2.50
met2	399	34.5
met1	3391	35.2
li1	3643	-
[cells by family after synthesis]
kind of cell    share of synthesized area [%]
fa+ha+maj                                20.6
mux                                      1.15
buf+inv                                  9.82
compound gates                           41.1
xor+xnor                                 1.11
simple gates                             26.3
Power and IR drop assume default switching activity.
