==> design/flow/config.mk <==
export PLATFORM = sky130hd
export DESIGN_NAME = RegFile
export DESIGN_NICKNAME = RegFile
export VERILOG_FILES = /design/flow/design.v
export SDC_FILE = /design/flow/constraint.sdc
export NUM_CORES = 4
export LEC_CHECK = 1
export CORE_UTILIZATION = 50
==> design/flow/constraint.sdc <==
current_design RegFile

set clk_period 4.4
set clk_io_pct 0.2

create_clock -name clk0 -period $clk_period [get_ports {clk}]

set non_clock_inputs [all_inputs -no_clocks]
set_input_delay [expr $clk_period * $clk_io_pct] -clock clk0 $non_clock_inputs
set_output_delay [expr $clk_period * $clk_io_pct] -clock clk0 [all_outputs]
==> design/flow/design.v <==
`timescale 1ns / 1ps
module RegFile(
    clk, 
    r_reg1, 
    r_reg2, 
    w_reg, 
    w_data, 
    r_data1, 
    r_data2, 
    reg_write
);
    input clk;
    input reg_write;
    input [4:0] r_reg1;
    input [4:0] r_reg2;
    input [4:0] w_reg;
    input [31:0] w_data;
    output [31:0]   r_data1;
    output [31:0]   r_data2;
    reg [31:0] reg_mem [0:31];
    always @(posedge clk)
        begin
            if(reg_write)
                reg_mem[w_reg] <= w_data;
            if(r_reg1 == 5'b0)
                r_data1 <= 32'b0;
            else
                r_data1 <= reg_mem[r_reg1];
            if(r_reg2 == 5'b0)
                r_data2 <= 5'b0;
            else
                r_data2 <= reg_mem[r_reg2];
        end
endmodule
==> design/flow/run.sh <==
#!/bin/bash
# OpenROAD 26Q1-2900-gdf79404cd8, Yosys 0.63+post, stock flow scripts
make -C /OpenROAD-flow-scripts/flow DESIGN_CONFIG=/design/flow/config.mk WORK_HOME=/design/flow/orfs finish
==> Changelog: implementation <==
### Changed

* Status: completed
* Area share, top type at 0.630
* Initial antenna violation count at 4
* Cell Area, Synth at 48800 sq um
* Synth cell count leaders: edfxtp_1 (1024), mux4_2 (446), mux2i_1 (230)
* Clk latency of the worst-skew pair at 0.71 ns
* CTS H-tree depth at 3
* PostCTS Resize Cnt at 0
* Largest net degree at the start of global routing at 57
* Slew @ Worst Pin at 1.11 ns
* Post-layout period usage of the worst path at 0.630
* Wire length of the first global-routing pass at 209000 um
* FP Util at 0.505
* CTS sink cnt at 1088
* Core ar. at 96700 sq um
* Largest cells by area: edfxtp_1 (63%), mux4_2 (21%), mux2i_1 (4.7%)
* CTS Buf Count at 116
* CTS tree: yes
* Hold path startpoint: r_reg2[4]
* Clk slew on worst S/H paths at 0.06 ns
* GR Overflow Total at 0
* Mapped Cells at 2470
* Finish-stage setup viols at 0
* Crit-path max cell delay at 0.68 ns
* Most used cell, CP: buf_4
* Ys cells at 2470
* Postcts setup bufs at 0
* Placer Congestion at 0.883
* TritonRoute pass-1 iters at 8
* Rows at 114
* Crit path DAT at 3.30 ns
* Setup crit start kind: input pin
* Critical path required time at 4.93 ns
* Final Cell Area at 56300 sq um
* Worst rel slew slack at 0.259
* Gr usage total at 0.338
* Tmin final at 2.77 ns
* RSZ-0062 raised after global routing: no
* Overall die height at 315 um
* Final WL at 145000 um
* Vias in the first global route at 30500
* Worst Path Max Fanout at 15
* Reg-to-reg endpoint: r_data2[3]
* Final hold viol count at 0
* CP top delay family: simple AND/OR/NAND/NOR gates
* Post-Place Cells at 3807
* Hold depth at 3
* Layout cells sized above 1 at 0.323
* R2R depth at 5
* Worst r2r src: reg_mem[12][3]
* WHS Endpoint: r_data2[19]
* Ant. Diodes at 0
* DR vias at 27000
* Final Slew Violations at 0
* Most common cell in the synthesized netlist: edfxtp_1
* DR vias/cell at 6.70
* Clk root buf: clkbuf_16
* Hold slack final at 0.674 ns
* Main flop type: edfxtp_1
* Setup TNS at 0 ns
* Register-to-Register Setup Slack at 2.44 ns
* Seq share, synth at 0.656
* Chip area at 98900 sq um
* Placed standard-cell area at 52400 sq um
* Initial drt markers at 1603
* Hold crit path type: input pin to register
* Yosys warnings at 5
* Peak VDD IR at 0.382 mV
* Crit-path slowest cell: nor2b_4
* Die X at 315 um
* Synth-to-Final Area Change at 15.4%
* Crit Path Class: input pin to register
* Drt wl/cell at 35.9 um
* Worst clock skew at 0.0311 ns
* Synth async-reset ratio at 0
* Static Leak at 0.0184 uW
* CTS hold repair buffers at 0
* FILL cells at 6896
* Drt drc at 0
* EDFF count, synth at 1024
* Critical path capture point type: register
* CP cell instances: buf_2 -> buf_4 -> nor2b_4 -> buf_4 -> a21o_1 -> a21oi_1 -> nor3_1
* Max clock buf depth at 3
* Fmax at 361 MHz
* Non-Filler Instances at 4025
* Top Ports at 113
* Buffers on Ports at 112
* Tool Warnings at 26
* PwrDens at 417 nW/um^2
* Synth flops at 1088
* Max_cap viols at 0
* Post-Syn Area per Cell at 19.8 sq um
* Yosys chip area at 48800 sq um
* ANT nets after route at 0
* Yosys top cell by area: edfxtp_1
* Worst path bufs/invs at 3
* Post-DP HPWL at 80600 um
* Unique cell types at 32
## logic make-up (layout without fill, tap and decap cells)
family          after synthesis  count (layout)  synth area share
compound gates              257             257            0.0386
buf+inv                     196             475            0.0200
flops                      1088            1088             0.656
mux                         741             741             0.268
simple gates                188             188            0.0176
## stage by stage
stage / util / worst slack (ns) / power (uW)
floorplan: - / 1.09 / 12900
global placement: 0.542 / 0.994 / 13800
detailed placement: 0.542 / 0.929 / 13800
CTS: 0.582 / 1.65 / 23600
global route: 0.582 / 1.61 / 24100
finish: 0.582 / 1.63 / 23500
## worst max-delay path by stage
| stage | start | to | slack (ns) | cells after the start |
|---|---|---|---|---|
| 6_report | r_reg1[3] | r_data1[27] | 1.63 | 7 |
| 5_1_grt | r_reg2[0] | r_data2[1] | 1.61 | 6 |
| 4_1_cts | r_data1[2] | r_data1[2] | 1.65 | 1 |
## layer usage
layer / up-vias / track usage / routed length, um
met4: 8 / 0.0943 / 5590
met2: 1992 / 0.489 / 69600
met1: 13600 / 0.427 / 44700
li1: 11000 / - / -
met5: - / 0.00677 / 80
met3: 313 / 0.247 / 24700
## report_power, final
group / switching [uW] / leakage (uW) / internal (uW)
sequential: 95.0 / 0.00976 / 11500
combinational: 1050 / 0.00672 / 913
clock: 4030 / 0.00189 / 5890
## tightest hold or removal path, delay by kind of cell
kind	cells	cell delay, ns
buffers and inverters	1	0.19
and+or+nand+nor	2	0.22
## final cells by class
class / count / area, sq um / share of cell area
clock buffer: 156 / 3240 / 0.0575
clock inverter: 62 / 649 / 0.0115
inverter: 1 / 3.75 / 0.0000666
multi-input combinational: 1186 / 16100 / 0.286
sequential: 1088 / 32000 / 0.569
tap: 1276 / 1600 / 0.0283
timing repair buffer: 256 / 2720 / 0.0482
## cells in the final DEF, fill, tap and decap left out, types with 2 or more instances in the layout
cell type / netlist / layout
o22ai_1: 65 / 65
o221ai_1: 61 / 61
nand2_1: 3 / 2
buf_4: 27 / 107
nand3b_1: 7 / 7
clkinvlp_4: 0 / 9
a211o_1: 31 / 31
nand3_1: 2 / 2
o21ai_0: 2 / 2
edfxtp_1: 1024 / 1024
and2_1: 3 / 2
nor2_4: 0 / 33
mux2i_1: 230 / 230
clkbuf_16: 0 / 119
or3b_2: 5 / 4
a221oi_1: 3 / 3
bufinv_16: 0 / 13
a21oi_1: 31 / 31
o31ai_1: 2 / 2
nor2_1: 100 / 67
clkbuf_1: 83 / 25
buf_6: 7 / 2
clkdlybuf4s50_1: 0 / 102
inv_6: 0 / 2
clkinv_1: 0 / 13
dfxtp_1: 64 / 64
buf_8: 1 / 3
mux4_2: 446 / 446
a21o_1: 31 / 31
clkbuf_8: 0 / 12
a211oi_1: 31 / 31
clkinv_2: 0 / 25
mux2_2: 65 / 65
buf_12: 0 / 41
nor3_1: 62 / 61
## sequential cells by signal, indices dropped and copies added, names as in the netlist
signal and cells:
r_data2 32, reg_mem 1024, r_data1 32
Power figures rest on the tool's default switching activity, not on a simulated workload.
